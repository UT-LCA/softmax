==> ./design.v <==
module LUT2(addr, log);
    input [5:0] addr;
    output reg [15:0] log;
    always @(addr) begin
        case (addr)
			6'b0 		: log = 16'b0000000000000000;
			6'b1 		: log = 16'b0010001111110000;
			6'b10 		: log = 16'b0010011111100001;
			6'b11 		: log = 16'b0010100111011101;
			6'b100 		: log = 16'b0010101111000011;
			6'b101 		: log = 16'b0010110011010000;
			6'b110 		: log = 16'b0010110110111100;
			6'b111 		: log = 16'b0010111010100101;
			6'b1000 		: log = 16'b0010111110001010;
			6'b1001 		: log = 16'b0011000000110110;
			6'b1010 		: log = 16'b0011000010100101;
			6'b1011 		: log = 16'b0011000100010011;
			6'b1100 		: log = 16'b0011000110000000;
			6'b1101 		: log = 16'b0011000111101011;
			6'b1110 		: log = 16'b0011001001010101;
			6'b1111 		: log = 16'b0011001010111101;
			6'b10000 		: log = 16'b0011001100100100;
			6'b10001 		: log = 16'b0011001110001010;
			6'b10010 		: log = 16'b0011001111101110;
			6'b10011 		: log = 16'b0011010000101001;
			6'b10100 		: log = 16'b0011010001011010;
			6'b10101 		: log = 16'b0011010010001010;
			6'b10110 		: log = 16'b0011010010111010;
			6'b10111 		: log = 16'b0011010011101010;
			6'b11000 		: log = 16'b0011010100011000;
			6'b11001 		: log = 16'b0011010101000111;
			6'b11010 		: log = 16'b0011010101110100;
			6'b11011 		: log = 16'b0011010110100010;
			6'b11100 		: log = 16'b0011010111001110;
			6'b11101 		: log = 16'b0011010111111011;
			6'b11110 		: log = 16'b0011011000100111;
			6'b11111 		: log = 16'b0011011001010010;
			6'b100000 		: log = 16'b0011011001111101;
			6'b100001 		: log = 16'b0011011010100111;
			6'b100010 		: log = 16'b0011011011010001;
			6'b100011 		: log = 16'b0011011011111011;
			6'b100100 		: log = 16'b0011011100100100;
			6'b100101 		: log = 16'b0011011101001101;
			6'b100110 		: log = 16'b0011011101110101;
			6'b100111 		: log = 16'b0011011110011101;
			6'b101000 		: log = 16'b0011011111000101;
			6'b101001 		: log = 16'b0011011111101100;
			6'b101010 		: log = 16'b0011100000001001;
			6'b101011 		: log = 16'b0011100000011101;
			6'b101100 		: log = 16'b0011100000110000;
			6'b101101 		: log = 16'b0011100001000010;
			6'b101110 		: log = 16'b0011100001010101;
			6'b101111 		: log = 16'b0011100001101000;
			6'b110000 		: log = 16'b0011100001111010;
			6'b110001 		: log = 16'b0011100010001100;
			6'b110010 		: log = 16'b0011100010011110;
			6'b110011 		: log = 16'b0011100010110000;
			6'b110100 		: log = 16'b0011100011000010;
			6'b110101 		: log = 16'b0011100011010100;
			6'b110110 		: log = 16'b0011100011100101;
			6'b110111 		: log = 16'b0011100011110110;
			6'b111000 		: log = 16'b0011100100000111;
			6'b111001 		: log = 16'b0011100100011000;
			6'b111010 		: log = 16'b0011100100101001;
			6'b111011 		: log = 16'b0011100100111010;
			6'b111100 		: log = 16'b0011100101001011;
			6'b111101 		: log = 16'b0011100101011011;
			6'b111110 		: log = 16'b0011100101101011;
			6'b111111 		: log = 16'b0011100101111100;
        endcase
    end
endmodule
==> ./run.sh <==
#!/bin/bash
# OpenROAD 26Q1-2900-gdf79404cd8, Yosys 0.63+post, stock flow scripts
make -C /OpenROAD-flow-scripts/flow DESIGN_CONFIG=/design/flow/config.mk WORK_HOME=/design/flow/orfs finish
==> ./config.mk <==
export PLATFORM = sky130hd
export DESIGN_NAME = LUT2
export DESIGN_NICKNAME = LUT2
export VERILOG_FILES = /design/flow/design.v
export SDC_FILE = /design/flow/constraint.sdc
export NUM_CORES = 4
export LEC_CHECK = 1
export CORE_AREA = 10 10 102 102
export DIE_AREA = 0 0 112 112
==> ./constraint.sdc <==
current_design LUT2

set clk_period 3.4
set clk_io_pct 0.2

create_clock -name clk0 -period $clk_period

set non_clock_inputs [all_inputs -no_clocks]
set_input_delay [expr $clk_period * $clk_io_pct] -clock clk0 $non_clock_inputs
set_output_delay [expr $clk_period * $clk_io_pct] -clock clk0 [all_outputs]
==> qor.csv <==
stage;metric;value;unit
routing;Final ANT Viol Nets;0;
setup_path;crit start category;primary input;
final_layout;layout cells sized above 1;34.2;%
die;die area;12500;um^2
routing;WL/cell;14.7;um
timing;worst hold slack;2.15;ns
power_and_ir_drop;Max VDD drop;0.0291;mV
final_layout;Clock buffer cells;0;
final_layout;post-route cell area;1960;um^2
power_and_ir_drop;PwrDens;136;nW/um^2
routing;Initial DRC Count;127;
job;OpenROAD warning count;43;
die;# rows;33;
timing;max-slew violations;0;
setup_path;WP data required;2.72;ns
final_layout;area added between synthesis and finish;58.3;%
die;Core Footprint;8220;um^2
routing;Detailed Route WL;4.89;mm
routing;M1 WL;2.21;mm
synthesis;Avg Inst Size Synth;6.84;um^2
power_and_ir_drop;combinational share of power;100.0;%
power_and_ir_drop;leakage;0.000792;uW
synthesis;synthesized cell area;1240;um^2
final_layout;Final Non-Filler Cells;333;
power_and_ir_drop;internal power;142;uW
synthesis;yosys warns;1;
timing;Fin. Hold Viols;0;
final_layout;Storage cell area;0;um^2
routing;DR vias/cell;4.73;
final_layout;flop count;0;
final_layout;fin util;23.9;%
placed_design;hpwl dp;3.64;mm
placed_design;Placed Cells;330;
placed_design;number of buffers added on ports;20;
setup_path;Worst Path Arrival;2.65;ns
grt;antenna violations before repair;0;
die;io pins;22;
synthesis;yosys synthesis chip area;1240;um^2
setup_path;top fanout value on the critical path;9;
synthesis;Synth cell types;51;
placed_design;routability cong.;0.962;
synthesis;Syn Inst Count;181;
die;Pre-Place Util;15.1;%
timing;final setup violation count;0;
timing;crit share post-route;98.0;%
run_status;status;finished clean;
timing;Final min period;3.33;ns
placed_design;area of placed instances;1790;um^2
timing;Max Fclk;300;MHz
power_and_ir_drop;Switching Fraction;46.8;%
routing;diode count;0;
routing;vias post-DR;1574;
power_and_ir_drop;Flop pwr share;0;%
grt;vias in the first global route;1449;
synthesis;cells in synth_stat.txt;181;
grt;Total GRT Usage;7.15;%
grt;grt ovf;0;
routing;metal2 WL;2.15;mm
grt;global-route wire length before repair;7.73;mm
clock_tree;hold buffers post-CTS;0;
job;Max-Cap Viols;0;
grt;largest net degree at the start of global routing;31;
routing;TritonRoute pass-1 iters;5;
routing;Residual DRC;0;
timing;setup repair after global routing missed its margin;true;
die;die span in x;112;um
power_and_ir_drop;P_sw;125;uW
routing;DR WL met3;502;um
setup_path;crit end category;output port;
die;die height;112;um
power_and_ir_drop;clock power share;0;%
hold_path;Hold Crit Class;in2out;
setup_path;CP Class;in2out;
synthesis;sequential share of the synthesized area;0;%
routing;top routing layer in use;met4;
worst paths after layout:
path	startpoint	endpoint	slack, ns	cells after the start
setup / recovery	addr[2]	log[4]	0.07	7
hold / removal	addr[3]	log[1]	2.15	6
area by class of cell:
cell class                      count  area [um^2]
Multi-Input combinational cell    154         1180
Tap cell                          105          131
Inverter                            6         22.5
Timing Repair Buffer               68          629
Fill cell                         898         6260
through the flow:
stage	setup WS (ns)	total power (uW)	setup TNS (ns)
2_1_floorplan	0.545	129	0
3_3_place_gp	-0.261	241	-2.16
3_5_place_dp	-0.260	240	-2.20
4_1_cts	0.00878	254	0
5_1_grt	-0.0271	293	-0.0517
6_report	0.0675	267	0
cells by family after synthesis:
logic type | after synthesis | share of synthesized area (%)
multiplexers | 9 | 9.49
adder cells (fa/ha/maj) | 12 | 12.1
other | 1 | 0.303
buffers and inverters | 28 | 14.4
AND-OR/OR-AND | 76 | 41.2
AND/OR/NAND/NOR | 55 | 22.4
worst max-delay path, cell delays in order:
cell             delay, ns
clkdlybuf4s50_1       0.42
buf_6                 0.16
buf_4                 0.17
nor2_2                0.20
o32ai_2               0.12
mux4_2                0.48
clkdlybuf4s50_1       0.43
power by group through the flow:
stage / Clock, uW / Combinational [uW] / Sequential (uW)
CTS: 0 / 254 / 0
global route: 0 / 293 / 0
finish: 0 / 267 / 0
cell usage after synthesis, types with 2 or more instances:
cell       count  share of area [%]
nor2b_1        2                1.0
mux2_2         2                1.8
o2bb2ai_1      2                1.4
o21a_1         2                1.2
nor3b_1        3                1.8
nand2b_1       6                3.0
nor3_1         3                1.2
nor2_1        10                3.0
nand3b_1       2                1.2
o31ai_1        4                2.4
a21boi_0       2                1.2
nand3_1        3                1.2
ha_1          12                 12
buf_4          5                3.0
a21oi_1       15                6.1
nand2_1       18                5.5
o32ai_1        3                2.1
o21ai_0       19                7.7
clkbuf_1       5                1.5
buf_2          6                2.4
mux4_2         2                3.6
inv_1          2               0.61
or2_2          2                1.0
and3_1         2                1.0
mux2i_1        5                4.0
inv_2          2               0.61
o22ai_1        3                1.5
a311oi_1       5                3.5
a31oi_1        4                2.0
clkinv_1       2               0.61
a221oi_1       3                2.1
buf_6          4                3.6
a211oi_1       3                1.8
cells in the final DEF, fill, tap and decap left out, types with 2 or more instances in the layout:
master	synthesis	layout
nor2_2	1	3
ha_4	0	2
a211oi_1	3	2
dlymetal6s2s_1	0	2
nor2_1	10	7
clkinv_1	2	2
dlygate4sd2_1	0	2
buf_6	4	3
o21a_1	2	2
a211oi_2	1	2
or2_2	2	2
buf_4	5	41
o22ai_1	3	2
nand2b_1	6	5
nor3b_1	3	2
inv_2	2	4
buf_12	1	3
o31ai_1	4	4
nand3b_1	2	2
mux4_2	2	2
nor3_1	3	2
conb_1	1	2
a21oi_1	15	14
nand3_1	3	3
clkdlybuf4s50_1	0	16
nor2b_1	2	2
ha_2	0	2
and3_1	2	2
a221oi_2	0	2
mux2_2	2	2
nand2_1	18	18
a311oi_1	5	5
o2bb2ai_1	2	2
ha_1	12	8
o21ai_0	19	18
mux2i_1	5	5
o32ai_1	3	2
a31oi_1	4	4
repair_timing:
item                       CTS  global route
setup endpoints to repair   10            11
resized                     20            14
pin swaps                    2             5
cloned                       0             1
setup buffers                1             1
per-layer routing:
| metal | global-route usage (%) | vias up |
|---|---|---|
| li1 | - | 773 |
| met1 | 10.2 | 723 |
| met2 | 10.8 | 74 |
| met3 | 2.01 | 4 |
| met4 | 0.761 | 0 |
| met5 | 0 | - |
Power and IR drop assume default switching activity.
