==> flow/design.v <==
module LUT1(addr, log);
    input [4:0] addr;
    output reg [15:0] log;
    always @(addr) begin
        case (addr)
			5'b0 		: log = 16'b1111110000000000;
			5'b1 		: log = 16'b1100100011011010;
			5'b10 		: log = 16'b1100100010000001;
			5'b11 		: log = 16'b1100100000101001;
			5'b100 		: log = 16'b1100011110100000;
			5'b101 		: log = 16'b1100011011101110;
			5'b110 		: log = 16'b1100011000111101;
			5'b111 		: log = 16'b1100010110001100;
			5'b1000 		: log = 16'b1100010011011010;
			5'b1001 		: log = 16'b1100010000101001;
			5'b1010 		: log = 16'b1100001011101110;
			5'b1011 		: log = 16'b1100000110001100;
			5'b1100 		: log = 16'b1100000000101001;
			5'b1101 		: log = 16'b1011110110001100;
			5'b1110 		: log = 16'b1011100110001100;
			5'b1111 		: log = 16'b0000000000000000;
			5'b10000 		: log = 16'b0011100110001100;
			5'b10001 		: log = 16'b0011110110001100;
			5'b10010 		: log = 16'b0100000000101001;
			5'b10011 		: log = 16'b0100000110001100;
			5'b10100 		: log = 16'b0100001011101110;
			5'b10101 		: log = 16'b0100010000101001;
			5'b10110 		: log = 16'b0100010011011010;
			5'b10111 		: log = 16'b0100010110001100;
			5'b11000 		: log = 16'b0100011000111101;
			5'b11001 		: log = 16'b0100011011101110;
			5'b11010 		: log = 16'b0100011110100000;
			5'b11011 		: log = 16'b0100100000101001;
			5'b11100 		: log = 16'b0100100010000001;
			5'b11101 		: log = 16'b0100100011011010;
			5'b11110 		: log = 16'b0100100100110011;
			5'b11111 		: log = 16'b0111110000000000;
        endcase
    end
endmodule
==> flow/run.sh <==
#!/bin/bash
# OpenROAD 26Q1-2900-gdf79404cd8, Yosys 0.63+post, stock flow scripts
make -C /OpenROAD-flow-scripts/flow DESIGN_CONFIG=/design/flow/config.mk WORK_HOME=/design/flow/orfs finish
==> flow/config.mk <==
export PLATFORM = sky130hd
export DESIGN_NAME = LUT1
export DESIGN_NICKNAME = LUT1
export VERILOG_FILES = /design/flow/design.v
export SDC_FILE = /design/flow/constraint.sdc
export NUM_CORES = 4
export LEC_CHECK = 1
export CORE_AREA = 10 10 70 70
export DIE_AREA = 0 0 80 80
==> flow/constraint.sdc <==
current_design LUT1

set clk_period 1.5
set clk_io_pct 0.2

create_clock -name clk0 -period $clk_period

set non_clock_inputs [all_inputs -no_clocks]
set_input_delay [expr $clk_period * $clk_io_pct] -clock clk0 $non_clock_inputs
set_output_delay [expr $clk_period * $clk_io_pct] -clock clk0 [all_outputs]
==> flow_summary_export.csv <==
group,metric,value,unit
outcome,status,"finished with violations",
outcome,violations,"setup timing",
timing,tightest_slew,0.2373,ns
timing,fin_ws,-0.2408,ns
power_and_ir_drop,switching_share,44.79,%
synth,ys_top_cells_by_area,"ha_1 13%, a21oi_1 9.2%, o21ai_0 8.5%",
timing,grt_setup_unrepaired,"true",
floorplan,rows,21,
route,dr.first_iter.drc_count,87,
timing,clock.fmax,574.5,MHz
finish,seq_cell_count,0,
setup_path,max_stage_delay,0.45,ns
synth,fa_ha_area_share,13.09,%
synth,yosys_area,764.5,sq um
setup_path,cp-end-kind,"output pin",
finish,nClkBuffers,0,
synth,top_cell,"a21oi_1",
job,tool_warnings,42,
route,routed_via_density,5.164,
timing,relSlewSlack,84.10,%
finish,drive_above_1_share,61.90,%
synth,simple_gate_area_share,20.46,%
grt,grt_pass1_wl,5161,microns
floorplan,fp.dieW,80,microns
synth,ys_warn_count,1,
placed_design,place_inst,192,
synth,ys_seq_share,0,%
route,via_count,1105,
timing,finalCriticalPeriod,1.741,ns
synth,synthMuxAreaShare,11.78,%
setup_path,crit_chain,"buf_12, clkinv_8, buf_4, ha_4, buf_6, o21ai_1, mux4_2, buf_2",
grt,grt-ovfl-total,0,
route,drc,0,
timing,slew_viol_final,0,
clocking,postCtsHoldBufs,0,
route,drtAntennaViolNets,0,
setup_path,path_buffers,5,
floorplan,boundaryPins,21,
synth,synth_area,764.5,sq um
placed_design,dp_hpwl,1906,microns
grt,grt_pass1_vias,1077,
timing,setup_viol,14,
power_and_ir_drop,p_comb_share,100.0,%
synth,ys_sh_xor,0,%
placed_design,io_buffers,21,
power_and_ir_drop,leakage,0.0006766,uW
synth,synth_cell_types,33,
placed_design,place_congestion,0.9011,
setup_path,crit_slowest_cell,"mux4_2",
synth,largest_area_cell,"ha_1",
power_and_ir_drop,seq_power_share,0,%
floorplan,fp_util,22.38,%
power_and_ir_drop,internal_power,268.1,uW
finish,logic_area,864.6,sq um
route,insertedDiodeCount,0,
timing,finalClockPeriodUsage,116.1,%
setup_path,crit_type,"input port to output pin",
floorplan,fp.dieH,80,microns
synth,top_area_share,13.09,%
power_and_ir_drop,p_per_area,309.7,nW/um^2
route,wire_per_inst,15.03,microns
grt,antenna_found_initial,0,
synth,ys_sh_aoi,38.79,%
route,wl,3216,microns
finish,final_cells,214,
floorplan,coreArea,3416,sq um
timing,hold_viol,0,
synth,common_cells,"14 x a21oi_1, 13 x o21ai_0, 10 x nor2_1, 8 x ha_1, 8 x nand2_1",
setup_path,crit_path_start_kind,"input port",
power_and_ir_drop,switchingPower,217.5,uW
hold_path,hold_path_class,"input port to output pin",
synth,syn_avg_cell_area,6.648,sq um
floorplan,chipArea,6400,sq um
synth,topCombFamilyByArea,"AND-OR/OR-AND gates",
finish,syn2layout_area_growth,105.1,%
setup_path,cpLargestDelayFamily,"buffers and inverters",
route,drt_first_pass_iters,4,
setup_path,crit_arrival,1.44,ns
synth,synthCells,115,
setup_path,crit_fanout,4,
grt,grt_use_total,9.493,%
job,cap_violations,0,
power_and_ir_drop,ir_drop,0.0001823,V
power_and_ir_drop,clkPwrFrac,0,%
finish,flop_area,0,sq um
grt,grt_max_degree,19,
synth,ys_cells,115,
placed_design,pre_cts_ws,-1.192,ns
finish,n_fill_cell,299,
setup_path,required,1.20,ns
==> cell usage in the layout (no fill, tap or decap), drive strengths merged, types with 2 or more instances in the layout <==
cell type | netlist | routed
nor3 | 4 | 4
o21ai | 15 | 15
buf | 10 | 63
mux4 | 2 | 2
a221oi | 2 | 2
a21oi | 14 | 14
a211oi | 4 | 4
nand2 | 8 | 8
nand2b | 4 | 4
ha | 8 | 8
a21o | 2 | 2
o211ai | 3 | 3
mux2i | 3 | 3
inv | 6 | 5
nor2 | 10 | 10
dlygate4sd2 | 0 | 2
a31oi | 4 | 4
and2 | 2 | 2
==> worst paths after layout <==
check,start,cells after the start,slack (ns),to
setup / recovery,addr[0],8,-0.24,log[2]
hold / removal,addr[4],4,1.09,log[11]
==> power by group through the flow <==
stage | registers, uW | clock network, uW | logic, uW
after global routing | 0 | 0 | 528
final | 0 | 0 | 486
after CTS | 0 | 0 | 444
==> per-stage QoR <==
stage	TNS [ns]	power (uW)	instance area [sq um]	util [%]	hold WS, ns
3_5_place_dp	-16.84	360.0	1167	34.18	1.827
4_1_cts	-2.210	444.0	1486	43.52	1.078
2_1_floorplan	-0.1833	193.5	814.5	-	0.7615
5_1_grt	-3.165	528.0	1568	45.90	1.107
6_report	-2.155	485.5	1568	45.90	1.091
3_3_place_gp	-16.71	359.6	1167	34.18	1.815
==> final cells by class <==
type	count	area share [%]
multi-input cells	95	55.15
inverters	6	2.713
well taps	46	3.671
repair buffers	67	38.47
==> kinds of logic (layout without fill, tap and decap cells) <==
logic type	Yosys count	in the layout
and+or+nand+nor	32	32
muxes	6	6
buffers and inverters	20	73
AOI/OAI and AO/OA	49	49
adders and majority gates	8	8
==> per-layer routing <==
layer / global-route usage (%) / wire length (microns)
met2: 15.41 / 1490
met4: 1.056 / 74
met1: 13.29 / 1487
met3: 1.364 / 163
met5: 0 / 0
==> what timing repair did <==
item | 4_1_cts | 5_1_grt
gates resized | 129 | 15
setup endpoints to repair | 16 | 16
endpoints found under the hold margin | 0 | 0
pin swaps | 18 | 8
setup buffers | 18 | 4
gates cloned | 1 | 0
Power and IR drop assume default switching activity.
