==> /design/flow/config.mk <==
export PLATFORM = sky130hd
export DESIGN_NAME = LUT
export DESIGN_NICKNAME = LUT
export VERILOG_FILES = /design/flow/design.v
export SDC_FILE = /design/flow/constraint.sdc
export NUM_CORES = 4
export LEC_CHECK = 1
export CORE_UTILIZATION = 30
==> /design/flow/constraint.sdc <==
current_design LUT

set clk_period 3.9
set clk_io_pct 0.2

create_clock -name clk0 -period $clk_period

set non_clock_inputs [all_inputs -no_clocks]
set_input_delay [expr $clk_period * $clk_io_pct] -clock clk0 $non_clock_inputs
set_output_delay [expr $clk_period * $clk_io_pct] -clock clk0 [all_outputs]
==> /design/flow/run.sh <==
#!/bin/bash
# OpenROAD 26Q1-2900-gdf79404cd8, Yosys 0.63+post, stock flow scripts
make -C /OpenROAD-flow-scripts/flow DESIGN_CONFIG=/design/flow/config.mk WORK_HOME=/design/flow/orfs finish
==> /design/flow/design.v <==
module LUT(addr, exp);
    input [5:0] addr;
    output reg [31:0] exp;
    always @(addr) begin
        case (addr)
			6'b0 		: exp = 32'b00111011110000010011110000000000;
			6'b1 		: exp = 32'b00111010110110000011101111101010;
			6'b10 		: exp = 32'b00111010000010100011101110111110;
			6'b11 		: exp = 32'b00111001010101000011101101111111;
			6'b100 		: exp = 32'b00111000101101000011101100110100;
			6'b101 		: exp = 32'b00111000001001110011101011100000;
			6'b110 		: exp = 32'b00110111010101000011101010000111;
			6'b111 		: exp = 32'b00110110011101110011101000101010;
			6'b1000 		: exp = 32'b00110101101101010011100111001100;
			6'b1001 		: exp = 32'b00110101000010010011100101101110;
			6'b1010 		: exp = 32'b00110100011100100011100100010010;
			6'b1011 		: exp = 32'b00110011110110000011100010111000;
			6'b1100 		: exp = 32'b00110010111011000011100001100001;
			6'b1101 		: exp = 32'b00110010000111000011100000001111;
			6'b1110 		: exp = 32'b00110001011001000011011101111111;
			6'b1111 		: exp = 32'b00110000110000100011011011101010;
			6'b10000 		: exp = 32'b00110000001100110011011001011101;
			6'b10001 		: exp = 32'b00101111011010010011010111011001;
			6'b10010 		: exp = 32'b00101110100010100011010101011101;
			6'b10011 		: exp = 32'b00101101110001010011010011101010;
			6'b10100 		: exp = 32'b00101101000110000011010001111111;
			6'b10101 		: exp = 32'b00101100011111110011010000011100;
			6'b10110 		: exp = 32'b00101011111011110011001110000000;
			6'b10111 		: exp = 32'b00101011000000000011001011010110;
			6'b11000 		: exp = 32'b00101010001011010011001000111010;
			6'b11001 		: exp = 32'b00101001011101000011000110101010;
			6'b11010 		: exp = 32'b00101000110100000011000100100110;
			6'b11011 		: exp = 32'b00101000001111110011000010101101;
			6'b11100 		: exp = 32'b00100111011111100011000000111111;
			6'b11101 		: exp = 32'b00100110100111010010111110110011;
			6'b11110 		: exp = 32'b00100101110101100010111011111010;
			6'b11111 		: exp = 32'b00100101001001110010111001010001;
			6'b100000 		: exp = 32'b00100100100011000010110110111000;
			6'b100001 		: exp = 32'b00100100000000110010110100101100;
			6'b100010 		: exp = 32'b00100011000101000010110010101101;
			6'b100011 		: exp = 32'b00100010001111110010110000111001;
			6'b100100 		: exp = 32'b00100001100001000010101110100000;
			6'b100101 		: exp = 32'b00100000110111100010101011100010;
			6'b100110 		: exp = 32'b00100000010010110010101000110101;
			6'b100111 		: exp = 32'b00011111100101000010100110011001;
			6'b101000 		: exp = 32'b00011110101100000010100100001011;
			6'b101001 		: exp = 32'b00011101111001110010100010001011;
			6'b101010 		: exp = 32'b00011101001101010010100000010111;
			6'b101011 		: exp = 32'b00011100100110010010011101011101;
			6'b101100 		: exp = 32'b00011100000011110010011010100000;
			6'b101101 		: exp = 32'b00011011001010010010010111110101;
			6'b101110 		: exp = 32'b00011010010100100010010101011011;
			6'b101111 		: exp = 32'b00011001100101000010010011010000;
			6'b110000 		: exp = 32'b00011000111011000010010001010011;
			6'b110001 		: exp = 32'b00011000010110000010001111000101;
			6'b110010 		: exp = 32'b00010111101010100010001011111010;
			6'b110011 		: exp = 32'b00010110110001000010001001000011;
			6'b110100 		: exp = 32'b00010101111110000010000110011111;
			6'b110101 		: exp = 32'b00010101010001010010000100001011;
			6'b110110 		: exp = 32'b00010100101001100010000010000110;
			6'b110111 		: exp = 32'b00010100000110100010000000001110;
			6'b111000 		: exp = 32'b00010011001111100001111101000101;
			6'b111001 		: exp = 32'b00010010011001000001111010000100;
			6'b111010 		: exp = 32'b00010001101001000001110111010111;
			6'b111011 		: exp = 32'b00010000111110100001110100111011;
			6'b111100 		: exp = 32'b00010000011001000001110010101111;
			6'b111101 		: exp = 32'b00001111110000010001110000110010;
			6'b111110 		: exp = 32'b00001110110101110001101110000010;
			6'b111111 		: exp = 32'b00001110000010100001101010111001;
        endcase
    end
endmodule
==> Table 3: Implementation characteristics <==
Physical implementation characteristics

Parameter                              Value

Floorplan
  Placeable core region .................. 0.008341 mm^2
  DIE WIDTH .................. 95.32 um
  Ports placed on the boundary .................. 38
  Vertical die size .................. approximately 95 um
  Effective utilization at floorplan .................. between 30% and 40%
  Chip area .................. approximately 0.009 mm^2
  Standard-cell rows .................. 33

Setup path
  Crit path DRT .................. between 3 and 4 ns
  Slowest-stage cell, CP .................. sky130_fd_sc_hd__clkdlybuf4s50_1
  Critical path launch point type .................. primary input
  Data arrival time of the critical path .................. 3.02 ns
  Biggest fanout along the worst timing path .................. 10
  Critical path type .................. primary input to output port
  Nature of the critical path endpoint .................. output port
  Series of cell instances along the critical path .................. clkdlybuf4s50_1 -> buf_6 -> ha_1 -> buf_6 -> nor2_1 -> buf_4 -> a31oi_1 -> nand4_1 -> nand3_1 -> clkdlybuf4s50_1
  Worst path buffer plus inverter count .................. 5
  Max stage delay on crit path .................. slightly above 0.5 ns
  Worst path top cell family by delay .................. buffers and inverters

Timing
  Number of hold violations in the final report .................. 0
  Clock period minus worst slack .................. 3.796 ns
  Post-route setup TNS .................. 0 ns
  Worst Max-Slew Pin Slew .................. just under 0.7 ns
  Final Cycle Share .................. 97.32%
  Number of slew-limit violations in the final report .................. 0
  Maximum clock frequency .................. between 0.2 and 0.3 GHz
  Final setup violation count .................. 0
  Setup repair after global routing missed its margin .................. true
  Slew margin rel. .................. about 55%
  Hold Slack .................. around 2.4 ns

Yosys
  Max-area cell share .................. under 10%
  Post-synthesis cell type with the largest combined area .................. sky130_fd_sc_hd__ha_1
  Sequential fraction of the synthesis area .................. 0%
  Synthesized instance count .................. about 400
  Unique masters post-synth .................. approximately 68
  Area of the mapped netlist .................. ~0.0026 mm^2
  Synthesis Warnings .................. 1
  Top cells, area .................. sky130_fd_sc_hd__ha_1 (6.7%), sky130_fd_sc_hd__o21ai_0 (6.5%), sky130_fd_sc_hd__nand2b_1 (6.0%)
  Mapped Avg Cell Area .................. roughly 6.4 um^2
  Commonest cells in the netlist .................. sky130_fd_sc_hd__o21ai_0 (34), sky130_fd_sc_hd__a21oi_1 (31), sky130_fd_sc_hd__nor2_1 (27), sky130_fd_sc_hd__nand2_1 (26), sky130_fd_sc_hd__nand2b_1 (25)
  Most frequent cell after synthesis .................. sky130_fd_sc_hd__o21ai_0
  Total cell area reported by yosys after synthesis .................. 0.002613 mm^2
  Yosys cell count .................. 408

GRT
  Vias in the first global route .................. approximately 3,200
  Pin count of the biggest net entering global routing .................. 45
  First-pass GRT wire length .................. ~18,000 um
  Overflow left after global routing .................. 0
  GRT Total Usage .................. 25.66%
  Number of antenna violations at the first check in global routing .................. 0

Placed design
  Routability congestion estimate .................. between 0.9 and 1
  HPWL after detailed placement .................. 8113 um
  Count of port buffers added during placement .................. 34

Power
  Maximum vdd drop .................. 0.07156 mV
  Reported leakage power .................. 1.341 nW
  Pwr/cell area .................. about 130 mW/mm^2

Hold path
  Path type of the worst min-delay path .................. primary input to output port

Run status
  Outcome .................. finished clean

Routing
  First DRT Iteration DRCs .................. 482
  Number of design rule violations left after detail routing .................. 0
  Mean number of vias per cell .................. between 6 and 7
  Antenna diode count .................. 0
  Antenna Violating Nets Remaining .................. 0
  Sum of routed wire length over all layers .................. roughly 11,000 um
  Iteration tally of the first detailed-router pass .................. 6
  Routed wirelength normalized by instance count .................. approximately 20 um
  Vias .................. between 3,000 and 4,000

Finish
  FF/Latch Area .................. 0 um^2
  Total of fill cells in the finished design .................. ~870
  Synthesis-to-finish area growth .................. 31.18%
  Sequential cell count .................. 0
  Total of clock buffers placed in the layout .................. 0
  Gate Area .................. about 0.0024 mm^2
  Layout cell share with drive strength beyond 1 .................. 22.37%

Clocking
  Cts hold-fix bufs .................. 0

Run
  MaxCap Viol Count .................. 0
  Number of warnings in the stage logs .................. 45
[cell families after synthesis]
family / count (synthesis) / share of synthesized area [%]
xor gates and xnor gates: 2 / 0.6706
and+or+nand+nor: 149 / 29.89
adders and majority gates: 14 / 6.705
muxes: 10 / 5.412
buffers and inverters: 62 / 12.21
other: 1 / 0.1435
AOI/OAI and AO/OA: 170 / 44.97
[layout make-up]
| class | instances | share of cell area (%) |
|---|---|---|
| Timing Repair Buffer | 98 | 25.59 |
| Inverter | 9 | 0.9858 |
| Tap cell | 105 | 3.834 |
| Multi-Input combinational cell | 349 | 69.59 |
[tightest hold or removal path, cell delays in order]
cell and delay [ns]:
sky130_fd_sc_hd__buf_2 0.14, sky130_fd_sc_hd__buf_4 0.24, sky130_fd_sc_hd__a221oi_2 0.09, sky130_fd_sc_hd__clkdlybuf4s50_1 0.41
[power by group]
| group | switching [mW] | total [mW] | internal, mW |
|---|---|---|---|
| combinational | 0.235 | 0.461 | 0.226 |
| clock | 0 | 0 | 0 |
| sequential | 0 | 0 | 0 |
[cell usage in the layout, fill, tap and decap left out, types with 5 or more instances in the layout]
master                            synthesis  layout
sky130_fd_sc_hd__a221o_1                  5       5
sky130_fd_sc_hd__a31oi_1                 12      12
sky130_fd_sc_hd__o211ai_1                 8       8
sky130_fd_sc_hd__ha_1                    14       7
sky130_fd_sc_hd__a221oi_1                 5       5
sky130_fd_sc_hd__o221ai_1                 5       5
sky130_fd_sc_hd__nor2b_1                 20      18
sky130_fd_sc_hd__ha_2                     0       6
sky130_fd_sc_hd__inv_1                    7       5
sky130_fd_sc_hd__clkdlybuf4s50_1          0      30
sky130_fd_sc_hd__nor3_1                  13      13
sky130_fd_sc_hd__a21oi_1                 31      31
sky130_fd_sc_hd__a211oi_1                12      11
sky130_fd_sc_hd__nand2_1                 26      26
sky130_fd_sc_hd__nand2b_1                25      23
sky130_fd_sc_hd__o21ai_0                 34      34
sky130_fd_sc_hd__buf_4                   11      56
sky130_fd_sc_hd__nor2_1                  27      27
sky130_fd_sc_hd__a21o_1                   5       5
sky130_fd_sc_hd__nand3_1                 14      13
[layer usage]
metal	up-vias	share of wire [%]	track usage [%]
met5	-	0	0
met4	0	2.5	5.934
met3	26	10	3.001
met2	228	44	38.04
met1	1601	43	39.38
li1	1631	-	-
[path summary, 6_finish.rpt]
check	endpoint	slack, ns	depth (start not counted)	from
max	exp[22]	0.10	10	addr[1]
min	exp[5]	2.44	4	addr[4]
[what timing repair did]
action / CTS / global route
setup buffers: 0 / 3
pin swaps: 0 / 5
setup endpoints to repair: 11 / 20
resized: 5 / 22
[metrics by stage]
stage / instance area (um^2) / utilization (%) / worst slack (ns) / total power [mW] / cells
2_1_floorplan: 2624 / - / 0.6964 / 0.2492 / 411
3_5_place_dp: 3303 / 39.60 / -0.08887 / 0.4367 / 558
6_report: 3427 / 41.09 / 0.1044 / 0.4614 / 561
5_1_grt: 3427 / 41.09 / -0.03699 / 0.5020 / 561
4_1_cts: 3322 / 39.83 / 0.001027 / 0.4408 / 558
3_3_place_gp: 3303 / 39.60 / -0.05115 / 0.4399 / 558
No activity file was given, so power comes from the tool's default toggle rates.
